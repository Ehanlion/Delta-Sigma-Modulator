**design.v**
```verilog
`timescale 1ns/1ps
module M216A_TopModule (
    input wire clk,                  
    input wire rst_n,                
    input wire [3:0] in_i,           
    input wire [15:0] in_f,          
    output wire [3:0] out            
);
    wire [15:0] e1;
    wire [11:0] e2;  
    wire [7:0] e3;  
    wire        c1, c2, c3;          
    mash_stage #(
        .WIDTH   (16)
    ) stage1 (
        .clk     (clk),
        .rst_n   (rst_n),
        .in_val  (in_f),
        .e_out   (e1),
        .c_out   (c1)
    );
    mash_stage #(
        .WIDTH   (12)  
    ) stage2 (
        .clk     (clk),
        .rst_n   (rst_n),
        .in_val  (e1[15:4]),
        .e_out   (e2),
        .c_out   (c2)
    );
    mash_stage #(
        .WIDTH   (8)  
    ) stage3 (
        .clk     (clk),
        .rst_n   (rst_n),
        .in_val  (e2[11:4]),
        .e_out   (e3),
        .c_out   (c3)
    );
    wire signed [3:0] out_f;
    noise_shaper ns (
        .clk    (clk),
        .rst_n  (rst_n),
        .c1     (c1),
        .c2     (c2),
        .c3     (c3),
        .out_f  (out_f)
    );
    wire signed [4:0] out_sum_full = $signed({1'b0, in_i}) + $signed(out_f);
    assign out = out_sum_full[3:0];
endmodule
`timescale 1ns/1ps
module mash_stage #(
    parameter WIDTH = 16
)(
    input wire                clk,
    input wire                rst_n,
    input wire [WIDTH-1:0]    in_val,
    output wire [WIDTH-1:0]   e_out,   
    output wire               c_out    
);
    reg [WIDTH-1:0] accumulator;
    wire [WIDTH:0] sum;
    assign sum = {1'b0, accumulator} + {1'b0, in_val};
    assign e_out = accumulator;
    assign c_out = sum[WIDTH];   
    always @(posedge clk or negedge rst_n) begin
        if (!rst_n) begin
            accumulator <= {WIDTH{1'b0}};
        end else begin
            accumulator <= sum[WIDTH-1:0];
        end
    end
endmodule
`timescale 1ns/1ps
module noise_shaper (
    input wire        clk,
    input wire        rst_n,
    input wire        c1,
    input wire        c2,
    input wire        c3,
    output reg signed [3:0] out_f
);
    reg c2_z1;   
    reg c3_z1;   
    reg c3_z2;   
    wire [2:0] sum_pos = {2'b0, c1} + {2'b0, c2_z1} + {2'b0, c3_z2} + {2'b0, c3};   
    wire [1:0] sum_neg = {1'b0, c2} + {c3_z1, 1'b0};   
    always @(posedge clk or negedge rst_n) begin
        if (!rst_n) begin
            c2_z1 <= 1'b0;
            c3_z1 <= 1'b0;
            c3_z2 <= 1'b0;
            out_f <= 4'sd0;
        end else begin
            c2_z1 <= c2;
            c3_z1 <= c3;
            c3_z2 <= c3_z1;
            out_f <= $signed({1'b0, sum_pos}) - $signed({2'b0, sum_neg});
        end
    end
endmodule
```
**run.sh**
```bash
#!/bin/bash
# OpenROAD 26Q1-2900-gdf79404cd8, Yosys 0.63+post, stock flow scripts
make -C /OpenROAD-flow-scripts/flow DESIGN_CONFIG=/design/flow/config.mk WORK_HOME=/design/flow/orfs finish
```
**config.mk**
```make
export PLATFORM = sky130hd
export DESIGN_NAME = M216A_TopModule
export DESIGN_NICKNAME = M216A_TopModule
export VERILOG_FILES = /design/flow/design.v
export SDC_FILE = /design/flow/constraint.sdc
export NUM_CORES = 4
export LEC_CHECK = 1
export CORE_UTILIZATION = 40
```
**constraint.sdc**
```tcl
current_design M216A_TopModule

set clk_period 10.5
set clk_io_pct 0.2

create_clock -name clk0 -period $clk_period [get_ports {clk}]

set non_clock_inputs [all_inputs -no_clocks]
set_input_delay [expr $clk_period * $clk_io_pct] -clock clk0 $non_clock_inputs
set_output_delay [expr $clk_period * $clk_io_pct] -clock clk0 [all_outputs]
```
==> results.ini <==
[synth]
synth.comb.largest_family = adder cells
synthDominantAreaCellType = sky130_fd_sc_hd__dfrtp_1
postSynthAreaPerCell_um2 = 10.30
ys_sh_aoi = 0.1896
total_standard_cell_area_after_synthesis_um2 = 2924
common_cells = 43 x sky130_fd_sc_hd__dfrtp_1, 42 x sky130_fd_sc_hd__ha_1, 26 x sky130_fd_sc_hd__nor2_1
synth_cell_type_count = 43
post_synth_fa_ha_maj_area_fraction = 0.2276
synthDominantCellAreaShare = 0.3680
flop_and_latch_count_out_of_synthesis = 43
synth_xor_xnor_area_share = 0.08686
yosys_area_um2 = 2924
enable_flop_cells = 0
post_synthesis_async_set_or_reset_flop_share = 1.000
post_synth_and_or_nand_nor_area_fraction = 0.09671
ys_cells = 284
dominantRegCellSynth = sky130_fd_sc_hd__dfrtp_1
synth_cells = 284
synth.area.top_cells = sky130_fd_sc_hd__dfrtp_1 37%, sky130_fd_sc_hd__ha_1 18%, sky130_fd_sc_hd__xnor2_1 5.7%
seq_area_frac_synth = 0.3680
top_cell = sky130_fd_sc_hd__dfrtp_1
synthMuxAreaShare = 0.003423
synth-warning-count = 4

[setup_path]
crit_path_arrival_time_ns = 3.76
timing.critical_path.cells = clkdlybuf4s50_1 > ha_1 > inv_1 > fa_1 > xnor2_1 > clkdlybuf4s50_1
setup.worst_path.start_class = input pin
cp-end-kind = output pin
max_stage_delay_ns = 0.47
required_ns = 8.40
worst-path-max-fanout = 2
cpMaxStageDelayCell = sky130_fd_sc_hd__clkdlybuf4s50_1
setup.worst_path.class = in -> out
path_common_cell = sky130_fd_sc_hd__clkdlybuf4s50_1

[timing]
timing.clock.skew_ns = 0.007345
relSlewSlack = 0.4387
min_period_over_period = 0.5577
final.min_clock_period_ns = 5.856
timing_worst_slew_pin_value_ns = 0.8398
timing.final.setup_violations = 0
finalMaxSlewViolations = 0
timing_hold_violations_final = 0
fin_tns_setup_ns = 0
fmax_mhz = 170.8
rsz0062_at_grt = no

[global_route]
overflow = 0
grt_antenna_before_repair = 0
gr-usage-all-layers = 0.1614
first_global_vias = 2047
pin_count_of_the_biggest_net_entering_global_routing = 44
first_pass_grt_wire_length_um = 9377

[routing]
routed_wire_length_per_instance_um = 12.94
firstDrtPassIters = 4
vias = 2097
drt-initial-drc-count = 70
ant_nets = 0
detail_route.drc_violations = 0
post_drt_via_cell_ratio = 5.102
wirelength_um = 5320
n_antenna_cell = 0

[flow_run]
tool_warnings = 25
max_cap_violations = 0

[placement]
dpl.hpwl_um = 4123
io_buffers = 25
place.detailed.instances = 403
place.gp.congestion = 0.8405

[cells_and_area]
area_delta_synth_final_pct = 16.13
fraction_of_final_layout_cells_with_drive_strength_greater_than_1 = 0.04444
final_cell_count_no_fill = 411

[run_status]
result_of_the_run = finished, final reports clean

[floorplanning]
core_region_area_um2 = 6944
die_area_um2 = 7656
placement_rows = 30
ioPinCount = 26
chipWidth_um = 87.50
initCoreUtil = 0.4211
die_y_um = 87.50

[hold_path]
hold_path.class = reg -> reg

[clocking]
clock_tree.buffer_depth = 2
tritoncts = done
postCtsSetupRepairBufs = 0
clockRootBuffer = sky130_fd_sc_hd__clkbuf_8
cts_htree_levels = 2
clock_latency_ns = 0.30
clkSinkCount = 43
cts_made_buffers = 5
cts_repair_resize_count = 0
cts.clk_slew.worst_paths_ns = 0.08
cts-hold-fix-buffers = 0

critical path: cells and delay by family:
| family | cells | cell delay, ns |
|---|---|---|
| buffers and inverters | 3 | 0.99 |
| adder cells (fa/ha/maj) | 2 | 0.53 |
| XOR/XNOR | 1 | 0.14 |
placed cells by master (no fill, tap or decap), types with 2 or more instances in the layout:
cell type and n:
sky130_fd_sc_hd__a211o_1 2, sky130_fd_sc_hd__a211oi_1 7, sky130_fd_sc_hd__a21o_1 8, sky130_fd_sc_hd__a21oi_1 25, sky130_fd_sc_hd__a31o_1 2, sky130_fd_sc_hd__a31oi_1 3, sky130_fd_sc_hd__and3_1 2, sky130_fd_sc_hd__clkbuf_8 5
sky130_fd_sc_hd__clkdlybuf4s50_1 24, sky130_fd_sc_hd__dfrtp_1 43, sky130_fd_sc_hd__fa_1 7, sky130_fd_sc_hd__ha_1 42, sky130_fd_sc_hd__inv_1 18, sky130_fd_sc_hd__nand2_1 11, sky130_fd_sc_hd__nand3_1 5, sky130_fd_sc_hd__nor2_1 26
sky130_fd_sc_hd__nor2b_1 4, sky130_fd_sc_hd__nor3_1 4, sky130_fd_sc_hd__o2111ai_1 2, sky130_fd_sc_hd__o211ai_1 4, sky130_fd_sc_hd__o21a_1 4, sky130_fd_sc_hd__o21ai_0 8, sky130_fd_sc_hd__o21ai_1 5, sky130_fd_sc_hd__o21bai_1 2
sky130_fd_sc_hd__o31ai_1 2, sky130_fd_sc_hd__xnor2_1 19, sky130_fd_sc_hd__xor2_1 10
per-stage QoR:
step	hold slack, ns	instance area [um2]	utilization	worst slack [ns]
floorplan	0.3923	2924	-	5.313
global placement	0.4179	3283	0.4728	4.651
detailed placement	0.4172	3283	0.4728	4.631
CTS	0.4374	3396	0.4890	4.623
global route	0.4548	3396	0.4890	4.550
finish	0.4324	3396	0.4890	4.644
kinds of logic after synthesis:
family	Yosys count
AND-OR/OR-AND	83
AND/OR/NAND/NOR	58
adder cells (fa/ha/maj)	49
flip-flops	43
XOR/XNOR	29
buffers and inverters	21
multiplexers	1
flip-flops by register name (all words and copies together) (netlist names):
name / count
stage1.accumulator: 16
ns.c3_z1: 1
ns.c2_z1: 1
stage3.accumulator: 8
ns.out_f: 4
ns.c3_z2: 1
stage2.accumulator: 12
metal layers:
metal	share of wire	GRT usage
met1	0.53	0.2619
met2	0.44	0.2450
met3	0.027	0.02981
met4	0.0051	0.01043
met5	0	0
worst paths after layout:
kind                       slack, ns  cells past startpoint             startpoint                    end
setup reg to reg                6.85                     11  stage1.accumulator[7]            ns.out_f[2]
hold / removal                  0.43                      0               ns.c3_z1               ns.c3_z2
setup / recovery                4.64                      6                in_i[0]                 out[2]
min in group asynchronous       1.88                      2                  rst_n            ns.out_f[3]
hold reg to reg                 0.43                      0               ns.c3_z1               ns.c3_z2
max in group asynchronous       8.23                      2                  rst_n  stage1.accumulator[4]
final cells by class:
type / count / area, um2
inverter: 18 / 67.56
fill: 638 / 3548
clock inverter: 3 / 43.79
tap: 96 / 120.1
sequential: 43 / 1076
multi-input combinational: 220 / 1767
timing repair buffer: 26 / 252.7
clock buffer: 5 / 68.82
